==> design/flow/design.v <==
`timescale 1ns / 1ps
module falogic(
output  r,
input  x,
input  y,
input cin
 );
xor cx1 ( t1, x,y );
xor cx2 ( r, t1, cin );
endmodule
module register_logic(
 input clk,
 input enable,
 input [4:0] Data ,
 output reg [4:0] Q 
 );
 always @(posedge clk )
 begin
 if ( enable) begin
 Q = Data;
 end
 end
endmodule
module carrylogic(
output [3:0] cout ,
input cin,
input [3:0] x,
input [3:0] y
 );
wire g0, g1, g2, g3 ; 
assign g0 = x[0] & y[0] ;
assign g1 = x[1] & y[1] ;
assign g2 = x[2] & y[2] ;
assign g3 = x[3] & y[3] ;
wire p0, p1, p2, p3 ;
assign p0 = x[0] + y[0] ;
assign p1 = x[1] + y[1] ;
assign p2 = x[2] + y[2] ;
assign p3 = x[3] + y[3] ;
assign cout[0] = g0 | ( p0 & cin) ;
assign cout[1] = g1 | ( p1 & ( g0 | (p0 & cin) ) ) ;
assign cout[2] = g2 | ( p2 & ( g1 | ( p1 & ( g0 | ( p0 & cin ) ) ) ) ) ;
assign cout[3] = g3 | ( p3 & ( g2 | ( p2 & ( g1 | ( p1 & ( g0 | (p0 & cin) ) ) ) ) ) );
endmodule
module carrylookahead_st(
 input clk ,
 input enable,
 input cin,
 input [3:0] x,
 input [3:0] y,
 output cout,
 output [3:0] r
 );
wire [3:0] c;
wire [3:0] ir1 ;
wire [4:0] ir2;
carrylogic cx1 ( c, cin, x, y ) ;
falogic cx6 ( ir1[0], x[0], y[0], cin ) ;
falogic cx7 ( ir1[1], x[1], y[1], c[0] );
falogic cx8 ( ir1[2], x[2], y[2], c[1] );
falogic cx9 ( ir1[3], x[3], y[3], c[2] );
register_logic cx10 ( clk,1'b1, {c[3],ir1}, ir2 ) ;
assign r = ir2[3:0] ;
assign cout = ir2[4] ;
endmodule
==> design/flow/run.sh <==
#!/bin/bash
# OpenROAD 26Q1-2900-gdf79404cd8, Yosys 0.63+post, stock flow scripts
make -C /OpenROAD-flow-scripts/flow DESIGN_CONFIG=/design/flow/config.mk WORK_HOME=/design/flow/orfs finish
==> design/flow/config.mk <==
export PLATFORM = sky130hd
export DESIGN_NAME = carrylookahead_st
export DESIGN_NICKNAME = carrylookahead_st
export VERILOG_FILES = /design/flow/design.v
export SDC_FILE = /design/flow/constraint.sdc
export NUM_CORES = 4
export LEC_CHECK = 1
export CORE_AREA = 10 10 70 70
export DIE_AREA = 0 0 80 80
==> design/flow/constraint.sdc <==
current_design carrylookahead_st

set clk_period 3.1
set clk_io_pct 0.2

create_clock -name clk0 -period $clk_period [get_ports {clk}]

set non_clock_inputs [all_inputs -no_clocks]
set_input_delay [expr $clk_period * $clk_io_pct] -clock clk0 $non_clock_inputs
set_output_delay [expr $clk_period * $clk_io_pct] -clock clk0 [all_outputs]
==> flow_metrics.env <==
# physical design summary
export IMPL_end_kind="register"
export IMPL_seq_area_um2=100.1
export IMPL_drc=0
export IMPL_gr_total_overflow=0
export IMPL_seq_power_share_pct=38.9
export IMPL_fin_area_um2=441.7
export IMPL_synth_cells=19
export IMPL_p_comb_share_pct=23.0
export IMPL_placementRows=21
export IMPL_finalSetupTns_ps=0
export IMPL_critPathRequiredTime_ps=3290
export IMPL_p_per_area_nw_per_um2=456.4
export IMPL_post_cts_buffers=0
export IMPL_cts_tree="done"
export IMPL_clkTransAtPathRegs_ps=40
export IMPL_drtIter0Drc=2
export IMPL_cts_sinks=5
export IMPL_ys_ff=5
export IMPL_critical_path_class="in2reg"
export IMPL_crit_arrival_ps=2610
export IMPL_ant_nets=0
export IMPL_track_usage_pct=2.075
export IMPL_drt_pass1_iter_count=2
export IMPL_cts_buffer_depth=2
export IMPL_ys_area_um2=217.7
export IMPL_crit_fanout=1
export IMPL_largest_area_cell="dfxtp_1"
export IMPL_placed_area_um2=415.4
export IMPL_mi_logic_area_um2=80.08
export IMPL_synth_area_top_cells="dfxtp_1 46%, fa_1 37%, inv_1 17%"
export IMPL_finalWorstSetupSlack_ps=684.3
export IMPL_die_width_um=80
export IMPL_worst_pin_slew_ps=99.10
export IMPL_vias=172
export IMPL_mostFrequentLayoutCell="clkdlybuf4s50_1"
export IMPL_drv_slew=0
export IMPL_die_y_um=80
export IMPL_dp_cells=79
export IMPL_p_switching_mw=0.04426
export IMPL_final_cell_mix="14 x clkdlybuf4s50_1, 10 x inv_1, 5 x dfxtp_1"
export IMPL_status="finished, final reports clean"
export IMPL_final_cells=83
export IMPL_finalClockPeriodUsage_pct=77.92
export IMPL_min_path_type="in2reg"
export IMPL_cts_root_buffer="clkbuf_4"
export IMPL_post_route_cells_drive_above_1_share_pct=8.108
export IMPL_drt_total_wl_um=614
export IMPL_routedWlPerCell_um=7.398
export IMPL_warning_count=26
export IMPL_ios=16
export IMPL_grt_pass1_vias=170
export IMPL_finalPower_mw=0.2016
export IMPL_ctsResizeCount=0
export IMPL_top_cell_area_share_pct=45.98
export IMPL_place_ws_ps=406.6
export IMPL_swShare_pct=21.96
export IMPL_hpwl_um=569
export IMPL_antenna_cells=0
export IMPL_setup_violations=0
export IMPL_drv_cap=0
export IMPL_synth_cell_types=3
export IMPL_numPortBuffers=14
export IMPL_antenna_found_initial=0
export IMPL_core_area_um2=3416
export IMPL_postSynthSeqShare_pct=45.98
export IMPL_gp_congestion=0.7974
export IMPL_cts_made_buffers=3
export IMPL_die_area_um2=6400
export IMPL_max_freq_mhz=414.0
export IMPL_period_needed_ps=2416
export IMPL_synth_warnings=2
export IMPL_intPower_mw=0.1573
export IMPL_hold_viol_final=0
export IMPL_leakagePower_nw=0.1944
export IMPL_largest_reg_flops=5
export IMPL_synthesis_area_um2=217.7
export IMPL_yosysCellCount=19
export IMPL_areaGrowthSynthToFinish_pct=102.9
export IMPL_routed_via_density=2.072
export IMPL_grt_max_degree=4
export IMPL_final_util_pct=12.93
export IMPL_fp_util_pct=6.374
export IMPL_h_tree_depth=1
export IMPL_start_kind="input port"
export IMPL_p_clk_share_pct=38.0
export IMPL_rsz0062_at_grt="false"
export IMPL_cts_hold_buffers=0
export IMPL_avgSynthCellArea_um2=11.46
export IMPL_timing_slew_headroom_pct=93.37
export IMPL_ir_drop_v=0.0001618
export IMPL_n_fill_cell=396
export IMPL_grt_pass1_wl_um=903
export IMPL_holdWs_ps=1040
[worst max-delay path, stage by stage]
cell and delay [ps]:
clkdlybuf4s50_1 400, inv_1 80, fa_1 170, inv_1 50, fa_1 390, fa_1 370
inv_1 70, fa_1 400, inv_1 60
[routing by layer]
| metal | track usage, % | wire, um |
|---|---|---|
| met5 | 0 | 0 |
| met4 | 0 | 0 |
| met3 | 3.182 | 198 |
| met2 | 1.926 | 154 |
| met1 | 2.508 | 261 |
[cells by family after synthesis]
family	Yosys count	share of synthesized area, %
buf+inv	10	17.24
flops	5	45.98
fa+ha+maj	4	36.78
[synth_stat cells]
library cell and number:
inv_1 10, dfxtp_1 5, fa_1 4
[worst paths after layout]
kind	slack [ps]	startpoint	endpoint	depth (start not counted)
setup / recovery	680	y[0]	cx10.Q[3]	9
hold / removal	1040	x[1]	cx10.Q[1]	2
[power by group through the flow]
stage	logic (mW)	registers [mW]	clock network, mW
CTS	0.0474	0.0786	0.0791
global route	0.0522	0.0795	0.0856
finish	0.0465	0.0784	0.0767
[area by class of cell]
class,instances,share of cell area (%)
timing repair buffer,14,31.73
sequential,5,22.66
multi-input combinational,4,18.13
tap,46,13.03
inverter,10,8.499
clock buffer,4,5.949
