==> flow/design.v <==
`timescale 1ns / 1ps
module RisingEdge(
    input wire sw1,
	 input wire clk,
	 output reg outedge
    );
wire slow_clk ;
reg [1:0] c_state ;
reg [1:0] r_state ;
localparam ZERO = 'd0;
localparam CHANGE = 'd1;
localparam ONE = 'd2;
clkdiv c1(clk, slow_clk );
always @(*) begin
 case (r_state)
	ZERO : begin 
		c_state = sw1? CHANGE:ZERO;
		outedge = 'd0;
		end
	CHANGE : begin
		c_state = sw1? ONE:ZERO;
		outedge = 'd1;
			end
	ONE : begin
		c_state = sw1? ONE:ZERO;
		outedge = 'd0;
		end
	default : begin
			c_state = ZERO ;
			outedge = 'd0 ;
	end
 endcase
end 
always @( posedge slow_clk ) begin
r_state <= c_state ;
end 
endmodule
module clkdiv(clk,clk_out);
 input clk;
 output clk_out;
 reg [17:0] COUNT;
 assign clk_out=COUNT[17];
 always @(posedge clk)
 begin
 COUNT = COUNT + 1;
 end
endmodule
==> flow/run.sh <==
#!/bin/bash
# OpenROAD 26Q1-2900-gdf79404cd8, Yosys 0.63+post, stock flow scripts
make -C /OpenROAD-flow-scripts/flow DESIGN_CONFIG=/design/flow/config.mk WORK_HOME=/design/flow/orfs finish
==> flow/config.mk <==
export PLATFORM = sky130hd
export DESIGN_NAME = RisingEdge
export DESIGN_NICKNAME = RisingEdge
export VERILOG_FILES = /design/flow/design.v
export SDC_FILE = /design/flow/constraint.sdc
export NUM_CORES = 4
export LEC_CHECK = 1
export CORE_AREA = 10 10 92 92
export DIE_AREA = 0 0 102 102
==> flow/constraint.sdc <==
current_design RisingEdge

set clk_period 3.2
set clk_io_pct 0.2

create_clock -name clk0 -period $clk_period [get_ports {clk}]

set non_clock_inputs [all_inputs -no_clocks]
set_input_delay [expr $clk_period * $clk_io_pct] -clock clk0 $non_clock_inputs
set_output_delay [expr $clk_period * $clk_io_pct] -clock clk0 [all_outputs]
==> changes_impl.md <==
### Implementation results

- Vias in the first global route: 418
- Clk buf depth: 2
- Register pins left without a clock: 2
- Dpl hpwl: 696 um
- Root Driver: clkbuf_8
- I/O Pins: 3
- Routed Antenna Nets: 0
- CP endpoint kind: register
- Crit path time final: 1350 ps
- First-pass iteration count of the detailed router: 2
- Cell Pwr Density: 414 nW/um2
- Post-synthesis chip area from yosys: 757 um2
- CTS Hold Buffers Added: 0
- Hold Path Class: reg2reg
- Synthesized flop and latch total: 20
- Final hold violation count: 0
- Post-CTS setup buffers: 0
- PortBufs: 2
- Die y size: 102 um
- DIE AREA: 10,400 um2
- Fin Setup TNS: 0 ps
- CTS tree: yes
- Post-Synthesis Cells: 69
- CP Data Arrival Time: 1530 ps
- Syn avg cell area: 11.0 um2
- Endpoints left unconstrained: 3
- Vias per cell: 2.87
- PostCTS Resize Cnt: 0
- Clock H-tree levels: 1
- DRC viols: 0
- First-pass GRT wire length: 1760 um
- Wire per inst: 6.44 um
- OpenROAD warning count: 27
- Cycle use final: 0.422
- FP Core Util: 0.117
- Core Area: 6460 um2
- Final Slew Violations: 0
- Final wirelength: 973 um
- Worst Tran Pin Value: 246 ps
- Layout cells sized above 1: 0.135
- N_diodes: 0
- Yosys warning tally: 2
- Place WS: 1850 ps
- Final Util: 0.142
- Leak Pwr: 0.339 nW
- Synthesized cell area: 757 um2
- Vias: 433
- Pin count of the biggest net entering global routing: 10
- Maximum clock frequency: 741 MHz
- Final setup fails: 0
- Die X: 102 um
- Critical Path Start Type: register
- GRT overflow: 0
- Global Route Usage Sum: 0.0203
- Final setup skew: 3.07 ps
- Rows: 29
- CTS clock-pin slew for the worst setup and hold paths: 60 ps
- Cts bufs inserted: 3
- Syn-to-layout area delta: 20.8%
- CP Data Required Time: 3380 ps
- Status: finished clean
- Critical path class: reg2reg
- GP Congestion: 0.721
- Synth area leader: dfxtp_1
- RSZ-0062 raised after global routing: false
- Initial antenna violation count: 0
- Worst vdd ir: 0.397 mV
- Initial DRC count: 14
- Worst Path Max Fanout: 5
- Cells in synth_stat.txt: 69
- Later-pin clock latency in the skew report: 250 ps
- Area contributors post-synth: dfxtp_1 53%, xnor2_1 12%, xor2_1 6.9%
- Netlist cell types: 14
- Area share, top type: 0.529
- Final WS setup: 1850 ps
- Seq share, synth: 0.529
- MaxCap Viol Count: 0
- Slew margin rel.: 0.836
==> sequential cells by signal, summed over array words and instances (netlist names) <==
| name | cells |
|---|---|
| c1.COUNT | 18 |
| r_state | 2 |
==> worst paths after layout <==
path,startpoint,to,slack [ps],cells past startpoint
hold reg to reg,c1.COUNT[0],c1.COUNT[0],420,1
setup reg to reg,c1.COUNT[0],c1.COUNT[10],1850,5
hold / removal,c1.COUNT[0],c1.COUNT[0],420,1
setup / recovery,c1.COUNT[0],c1.COUNT[10],1850,5
==> Yosys cell counts <==
| master | n |
|---|---|
| xor2_1 | 6 |
| and4_4 | 2 |
| nand4_2 | 2 |
| xnor2_1 | 10 |
| nand4_1 | 3 |
| nand3_1 | 5 |
| ha_1 | 4 |
| inv_1 | 4 |
| nor2_1 | 4 |
| nand2_1 | 5 |
| nor2_2 | 2 |
| and3_2 | 1 |
| and2_1 | 1 |
| dfxtp_1 | 20 |
==> per-stage QoR <==
| stage | instances | total power, mW | hold WS, ps | cell area [um2] |
|---|---|---|---|---|
| global placement | 148 | 0.231 | 392 | 873 |
| detailed placement | 148 | 0.231 | 401 | 873 |
| floorplan | 69 | 0.229 | 383 | 757 |
| global route | 151 | 0.391 | 434 | 915 |
| finish | 151 | 0.379 | 415 | 915 |
| CTS | 151 | 0.385 | 419 | 915 |
==> logic make-up after synthesis <==
group / synth area share
and+or+nand+nor: 0.200
xor gates and xnor gates: 0.185
buffers and inverters: 0.0198
DFF: 0.529
adders and majority gates: 0.0661
==> power by group <==
group          internal (mW)  leakage [nW]  total [mW]  switching, mW
registers              0.224         0.162       0.224              0
clock network         0.0835        0.0216       0.153         0.0693
logic                0.00132         0.156     0.00180       0.000480
total                  0.309         0.339       0.379         0.0697
==> critical path: stages, from the launching register on <==
cell and delay (ps):
dfxtp_1 370, ha_1 200, nand3_1 150, nor2_2 210
and3_2 210, xor2_1 130
==> metal layers <==
metal	wire length, um	vias up	part of all wire	GRT usage
met5	0	-	0	0
met2	359	5	0.37	0.0286
met4	0	0	0	0.00108
li1	-	238	-	-
met3	72	0	0.074	0.0116
met1	541	190	0.56	0.0278
==> area by class of cell <==
class / count / area [um2]
repair buffers: 2 / 20.0
fillers: 728 / 5540
inverters: 4 / 15.0
flip-flops and latches: 20 / 400
clock buffers: 3 / 41.3
multi-input cells: 45 / 342
well taps: 77 / 96.3
==> placed cells by master (no fill, tap or decap), drive strengths merged, types with 2 or more instances in the layout <==
master and instances:
and4 2, clkdlybuf4s50 2, inv 4, xor2 6
nand3 5, dfxtp 20, nor2 6, xnor2 10
nand2 5, nand4 5, clkbuf 3, ha 4
Power and IR drop assume default switching activity.
