==> design/flow/run.sh <==
#!/bin/bash
# OpenROAD 26Q1-2900-gdf79404cd8, Yosys 0.63+post, stock flow scripts
make -C /OpenROAD-flow-scripts/flow DESIGN_CONFIG=/design/flow/config.mk WORK_HOME=/design/flow/orfs finish
==> design/flow/config.mk <==
export PLATFORM = sky130hd
export DESIGN_NAME = dispmux_main_bh
export DESIGN_NICKNAME = dispmux_main_bh
export VERILOG_FILES = /design/flow/design.v
export SDC_FILE = /design/flow/constraint.sdc
export NUM_CORES = 4
export LEC_CHECK = 1
export CORE_AREA = 10 10 70 70
export DIE_AREA = 0 0 80 80
==> design/flow/constraint.sdc <==
current_design dispmux_main_bh

set clk_period 1.6
set clk_io_pct 0.2

create_clock -name clk0 -period $clk_period [get_ports {clk}]

set non_clock_inputs [all_inputs -no_clocks]
set_input_delay [expr $clk_period * $clk_io_pct] -clock clk0 $non_clock_inputs
set_output_delay [expr $clk_period * $clk_io_pct] -clock clk0 [all_outputs]
==> design/flow/design.v <==
`timescale 1ns / 1ps
module bcd_to_7led_bh(
    input wire sw0,
    input wire sw1,
    input wire sw2,
    input wire sw3,
    output reg a,
    output reg b,
    output reg c,
    output reg d,
    output reg e,
    output reg f,
    output reg g, 
	output reg dp
    );
wire [3:0] bundle ;
assign bundle = {sw3,sw2,sw1,sw0 } ;
always @(*) begin
a = 1'b1;
b = 1'b1;
c = 1'b1;
d = 1'b1;
e = 1'b1;
f = 1'b1;
g = 1'b1;
dp = 1'b1;
case ( bundle )
	4'b0000 : begin  
	a = 1'b0 ;
	b = 1'b0 ;
	c = 1'b0 ;
	d = 1'b0 ;
	e = 1'b0 ;
	f = 1'b0 ;
	g = 1'b1;
	end
		4'b0001 : begin  
	a = 1'b1 ;
	b = 1'b0 ;
	c = 1'b0 ;
	d = 1'b1 ;
	e = 1'b1 ;
	f = 1'b1 ;
	g = 1'b1;
	end
		4'b0010 : begin  
	a = 1'b0 ;
	b = 1'b0 ;
	c = 1'b1 ;
	d = 1'b0 ;
	e = 1'b0 ;
	f = 1'b1 ;
	g = 1'b0;
	end
		4'b0011 : begin  
	a = 1'b0 ;
	b = 1'b0 ;
	c = 1'b0 ;
	d = 1'b0 ;
	e = 1'b1 ;
	f = 1'b1 ;
	g = 1'b0;
	end
		4'b0100 : begin  
	a = 1'b1 ;
	b = 1'b0 ;
	c = 1'b0 ;
	d = 1'b1 ;
	e = 1'b1 ;
	f = 1'b0 ;
	g = 1'b0;
	end
		4'b0101 : begin  
	a = 1'b0 ;
	b = 1'b1 ;
	c = 1'b0 ;
	d = 1'b0 ;
	e = 1'b1 ;
	f = 1'b0 ;
	g = 1'b0;
	end
		4'b0110 : begin  
	a = 1'b0 ;
	b = 1'b1 ;
	c = 1'b0 ;
	d = 1'b0 ;
	e = 1'b0 ;
	f = 1'b0 ;
	g = 1'b0;
	end
		4'b0111 : begin  
	a = 1'b0 ;
	b = 1'b0 ;
	c = 1'b0 ;
	d = 1'b1 ;
	e = 1'b1 ;
	f = 1'b1 ;
	g = 1'b1;
	end
		4'b1000 : begin  
	a = 1'b0 ;
	b = 1'b0 ;
	c = 1'b0 ;
	d = 1'b0 ;
	e = 1'b0 ;
	f = 1'b0 ;
	g = 1'b0;
	end
	4'b1001 : begin  
	a = 1'b0 ;
	b = 1'b0 ;
	c = 1'b0 ;
	d = 1'b0 ;
	e = 1'b1 ;
	f = 1'b0 ;
	g = 1'b0;
	end
	4'b1010 : begin
	a = 1'b0 ;
	b = 1'b0 ;
	c = 1'b0 ;
	d = 1'b1 ;
	e = 1'b0 ;
	f = 1'b0 ;
	g = 1'b0;
	end
	4'b1011 : begin  
	a = 1'b1 ;
	b = 1'b1 ;
	c = 1'b0 ;
	d = 1'b0 ;
	e = 1'b0 ;
	f = 1'b0 ;
	g = 1'b0;
	end
	4'b1100 : begin  
	a = 1'b0 ;
	b = 1'b1 ;
	c = 1'b1 ;
	d = 1'b0 ;
	e = 1'b0 ;
	f = 1'b0 ;
	g = 1'b1;
	end
	4'b1101 : begin  
	a = 1'b1 ;
	b = 1'b0 ;
	c = 1'b0 ;
	d = 1'b0 ;
	e = 1'b0 ;
	f = 1'b1 ;
	g = 1'b0;
	end
	4'b1110 : begin  
	a = 1'b0 ;
	b = 1'b1 ;
	c = 1'b1 ;
	d = 1'b0 ;
	e = 1'b0 ;
	f = 1'b0 ;
	g = 1'b0;
	end
	4'b1111 : begin  
	a = 1'b0 ;
	b = 1'b1 ;
	c = 1'b1 ;
	d = 1'b1 ;
	e = 1'b0 ;
	f = 1'b0 ;
	g = 1'b0;
	end		
	endcase
end
endmodule
module dispmux_main_bh(
input clk,
input sw0,  
input sw1,  
input sw2,  
input sw3,  
output [3:0] an ,  
output [7:0] sseg  
 );
 wire [7:0] in0; wire [7:0] in1; wire [7:0] in2; wire [7:0] in3; 
bcd_to_7led_bh c1(sw0, sw1, sw2, sw3,
in0[0],in0[1],in0[2],in0[3], in0[4],in0[5],in0[6],in0[7] ); 
bcd_to_7led_bh c2(sw0, sw1, sw2, sw3,
in1[0],in1[1],in1[2],in1[3], in1[4],in1[5],in1[6],in1[7]);
bcd_to_7led_bh c3(sw0, sw1, sw2, sw3,
in2[0],in2[1],in2[2],in2[3], in2[4],in2[5],in2[6],in2[7]);
bcd_to_7led_bh c4(sw0, sw1, sw2, sw3,
in3[0],in3[1],in3[2],in3[3], in3[4],in3[5],in3[6],in3[7]);
disp_mux_bh c5(
 .clk (clk) ,
 .in0 (in0) ,
 .in1 (in1) ,
 .in2 (in2) ,
 .in3 (in3) ,
 .an (an) ,
 .sseg (sseg ) ) ;
endmodule
module disp_mux_bh(
input clk ,
input wire [7:0] in0 ,
input wire [7:0] in1 ,
input wire [7:0] in2 ,
input wire [7:0] in3 ,
output reg [3:0] an ,
output reg [7:0] sseg
);
reg [16:0] r_qreg ;
reg [16:0] c_next ;
always @(*) begin
case (r_qreg[1:0])
2'b00 : sseg = in0 ;
2'b01 : sseg = in1 ;
2'b10 : sseg = in2 ;
2'b11 : sseg = in3 ;
endcase
end
always @(*) begin
case (r_qreg[1:0])
2'b00 : an = ~(4'b0001) ;
2'b01 : an = ~(4'b0010) ;
2'b10 : an = ~(4'b0100) ;
2'b11 : an = ~(4'b1000) ;
endcase
end
always @(*) begin
c_next = r_qreg + 'd1;
end
always @(posedge clk) begin
r_qreg <= c_next ;
end
endmodule
==> ds_physical_params.txt <==
Table: implementation figures

Parameter                              Value

Route
  Total iterations of the first detailed-routing run    3
  Detailed-route wire length per cell    9.49 µm
  Post-detailed-routing wire length    1.18 mm
  Number of vias in the routed layout    408
  Diodes inserted    0
  Detail-routed via count per cell    3.29
  Final antenna-violating net count    0
  Detailed router's first-iteration violation count    10
  DRC violations left    0

Pwr
  Part of the total power dissipated in the clock network    37.7%
  Combinational share of power    45.5%
  Worst VDD drop    0.000439 V
  Sequential cell fraction of total power    16.8%
  Cell internal pwr    215 µW
  Switching Share    27.9%
  Power density over cell area    377 nW/µm²
  Leak Pwr    0.371 nW
  P_sw    83.5 µW

Yosys
  Synth top area share    30.9%
  Post-synth area hogs    sky130_fd_sc_hd__ha_1, sky130_fd_sc_hd__buf_4, sky130_fd_sc_hd__dfxtp_1
  Simple-Gate Fraction of Synth Area    8.71%
  Area of the mapped netlist    445 µm²
  Seq/Total Area, Yosys    8.99%
  Avg Cell Area, Syn    8.25 µm²
  Top logic family    adder cells
  Parity-gate share of the synthesized area counting xor and xnor cells    0%
  Cell type with the highest aggregate area in the netlist    sky130_fd_sc_hd__ha_1
  Mux frac, synth    14.3%
  Register bit total from synthesis    2
  YS warnings    2
  Post-synthesis compound-gate area fraction    10.7%
  Adder-cell share of the synthesized area    30.9%
  Yosys stat cell total    54
  Post-Synthesis Cells    54
  Yosys stat chip area    445 µm²
  Library cells used by synthesis    22

Finish
  Max reg flops    2
  Count of non-filler cells in the finished layout    124
  Top flop regs    c5.r_qreg (2)
  Top logic cell by instance count in the layout    sky130_fd_sc_hd__buf_4
  Fraction of layout instances using a drive strength above 1    57.7%
  Dominant logic cell types in the final layout    sky130_fd_sc_hd__buf_4, sky130_fd_sc_hd__inv_1, sky130_fd_sc_hd__dlygate4sd2_1
  Filler cells    372
  Largest register by flop count    c5.r_qreg
  Layout Cell Area excl Fill    792 µm²
  Area growth, synth to finish    77.8%

Placement
  Worst setup slack after placement    -0.831 ns
  Number of input and output port buffers inserted    15
  Detailed placement HPWL    848 µm
  Post-placement cell count    115
  Weighted congestion at the end of routability-driven global placement    0.846
  Standard cell area after detailed placement    652 µm²

Worst setup path
  Register-to-Register Path Depth    2
  Worst path arrival time    1.29 ns
  Data required time at the worst endpoint    1.28 ns
  Worst setup path class    primary input to primary output
  Worst-path fanout max    4
  Critical path capture point type    primary output
  Startpoint kind of the worst setup timing path    primary input

Clock network
  Clk buf depth    2
  Cell at the root of the clock tree    sky130_fd_sc_hd__clkbuf_4
  Insertion delay of the later-clocked pin in the worst-skew pair    0.23 ns
  Number of buffers created by CTS    3
  Total number of H-tree levels    1
  TritonCTS clock tree    yes
  Clock slew at the register clock pins of the worst setup and hold paths    0.03 ns
  Clock Sinks    2

Die
  DIE AREA    6400 µm²
  Core Area    3420 µm²
  Height of the chip    80 µm
  Number of placement rows    21
  Initial Util    13.0%
  Die Span X    80 µm
  Number of primary I/O pins    17

Hold path
  Worst hold stages    2
  Worst Hold Class    flip-flop to flip-flop

Global route
  Antenna violations before repair    0
  Overall Global Routing Usage    3.33%
  Vias in the first global route    393
  Pin count of the biggest net entering global routing    7
  Final global-route overflow total    0
  Wire length of the first global-routing pass    1.77 mm

Run
  Warning total across the stage logs    36
  Max-capacitance violation count    0

STA
  Peak Freq    623 MHz
  RSZ-0062 raised after global routing    yes
  Post-route fraction of the period consumed by the critical path    100%
  Final Skew    0.00192 ns
  Max-slew violation count    0
  Final setup violation count    1
  TNS Setup    -0.00574 ns
  Smallest hold slack    0.512 ns
  Final setup slack of the worst path    -0.00574 ns
  Shortest clock period the worst path allows after layout    1.61 ns
  Final hold violation count    0

Outcome
  Outcome    finished, violations left
  Violated checks    negative setup slack
kinds of logic (layout without fill, tap and decap cells):
kind of cell	after synthesis	after routing
adder cells (fa/ha/maj)	11	11
multiplexers	5	5
AND-OR/OR-AND	7	7
other	1	1
AND/OR/NAND/NOR	8	8
buffers and inverters	20	44
flip-flops	2	2
worst paths after layout:
check / start / to / slack, ns
setup / recovery: sw1 / sseg[3] / -0.006
hold / removal: c5.r_qreg[0] / c5.r_qreg[0] / 0.51
setup reg to reg: c5.r_qreg[0] / c5.r_qreg[1] / 0.85
hold reg to reg: c5.r_qreg[0] / c5.r_qreg[0] / 0.51
routing by layer:
layer | global-route usage (%) | vias up | wire length, µm
met5 | 0 | - | 0
met4 | 0.704 | 0 | 0
met3 | 2.16 | 0 | 160
met2 | 4.33 | 16 | 419
met1 | 4.45 | 177 | 598
li1 | - | 215 | -
synthesized netlist by cell type:
cell / instances
sky130_fd_sc_hd__a22o_1: 1
sky130_fd_sc_hd__o21ai_0: 1
sky130_fd_sc_hd__dfxtp_1: 2
sky130_fd_sc_hd__inv_1: 10
sky130_fd_sc_hd__mux2_2: 1
sky130_fd_sc_hd__ha_1: 11
sky130_fd_sc_hd__buf_6: 1
sky130_fd_sc_hd__mux4_2: 1
sky130_fd_sc_hd__a21oi_1: 1
sky130_fd_sc_hd__o21ai_1: 1
sky130_fd_sc_hd__buf_4: 8
sky130_fd_sc_hd__o211ai_1: 1
sky130_fd_sc_hd__mux2i_1: 3
sky130_fd_sc_hd__a32o_1: 1
sky130_fd_sc_hd__conb_1: 1
sky130_fd_sc_hd__o22ai_1: 1
sky130_fd_sc_hd__and2_1: 1
sky130_fd_sc_hd__nand2_1: 2
sky130_fd_sc_hd__buf_2: 1
sky130_fd_sc_hd__nand3b_1: 1
sky130_fd_sc_hd__nor2_1: 3
sky130_fd_sc_hd__nand2b_1: 1
stage by stage:
step	power (mW)	util, %
floorplan	0.117	-
global placement	0.165	19.1
detailed placement	0.165	19.1
CTS	0.294	22.0
global route	0.322	23.2
finish	0.299	23.2
timing repair:
item,4_1_cts,5_1_grt
setup buffers,5,1
endpoints found under the hold margin,0,0
endpoints found under the setup margin,10,4
hold buffers,0,0
pin swaps,4,1
resized,57,10
critical path: stages:
cell	delay (ns)
sky130_fd_sc_hd__buf_8	0.11
sky130_fd_sc_hd__buf_6	0.12
sky130_fd_sc_hd__ha_2	0.18
sky130_fd_sc_hd__mux4_2	0.43
sky130_fd_sc_hd__buf_2	0.13
layout make-up:
class / count / area, µm² / area share [%]
flip-flops and latches: 2 / 42.5 / 5.37
inverters: 10 / 50.0 / 6.32
multi-input cells: 32 / 357 / 45.0
repair buffers: 31 / 263 / 33.2
clock buffers: 3 / 22.5 / 2.84
well taps: 46 / 57.6 / 7.27
power by group through the flow:
stage	Combinational, mW	Sequential, mW	Clock [mW]
after CTS	0.123	0.0502	0.121
after global routing	0.151	0.0502	0.121
final	0.136	0.0502	0.113
Power is estimated from default activity; no workload was simulated.
